==> design.v <==
module game ( 
    out_player_sel, out_position, out_status, out_red_light,
    max_clicks, red_toggle, click,
    clk, rst
);
output [1:0] out_player_sel, out_red_light;
output [6:0] out_status;
output [7:0] out_position;
input red_toggle, clk, rst;
input [3:0] max_clicks, click;
reg [1:0] out_player_sel;
reg [2:0] current_status;
reg [7:0] counter;
wire [3:0] status, s_a, s_b, s_c, s_d;
wire [2:0] position, pos_a, pos_b, pos_c, pos_d;
redlight_logic logic_rl(
    .out_red_light(out_red_light),
    .red_toggle(red_toggle),
    .clk(clk), .rst(rst)
);
sseg_decoder status_dec(
    out_status,
    status,
    clk
);
binary_comparator pos_dec(
    out_position,
    position,
    clk
);
pos_mux mux_a(
    position,
    pos_a, pos_b, pos_c, pos_d, out_player_sel,
    clk
);
status_mux mux_b(
    status,
    s_a, s_b, s_c, s_d, out_player_sel,
    clk
);
car_logic car_a(
    pos_a, s_a,
    out_player_sel == 2'b00, current_status, max_clicks, click[0], red,
    clk, rst
);
car_logic car_b(
    pos_b, s_b,
    out_player_sel == 2'b01, current_status, max_clicks, click[1], red,
    clk, rst
);
car_logic car_c(
    pos_c, s_c,
    out_player_sel == 2'b10, current_status, max_clicks, click[2], red,
    clk, rst
);
car_logic car_d(
    pos_d, s_d,
    out_player_sel == 2'b11, current_status, max_clicks, click[3], red,
    clk, rst
);
always @(posedge clk or posedge rst) begin
    if (rst) begin
        out_player_sel = 2'b00;
        current_status = 3'b001;
        counter = 0;
    end
    else begin
        if (counter == 8'b11111111) out_player_sel = out_player_sel + 1;
        if (status == current_status) current_status = current_status + 1;
        counter = counter + 1;
    end
end
endmodule
module pos_mux(
    out,
    in_a, in_b, in_c, in_d, sel,
    clk
);
    output [2:0] out;
    input clk;
    input [1:0] sel;
    input [2:0] in_a, in_b, in_c, in_d;
    reg [2:0] out;
    always @(posedge clk) begin
             if (sel == 2'b00) out = in_a;  
        else if (sel == 2'b01) out = in_b;
        else if (sel == 2'b10) out = in_c;
                         else  out = in_d;  
    end
endmodule
module status_mux(
    out,
    status_a, status_b, status_c, status_d, sel,
    clk
);
    output [3:0] out;
    input clk;
    input [1:0] sel;
    input [3:0] status_a, status_b, status_c, status_d;
    reg [3:0] out;
    always @(posedge clk) begin
             if (sel == 2'b00) out = status_a;  
        else if (sel == 2'b01) out = status_b;
        else if (sel == 2'b10) out = status_c;
                         else  out = status_d;  
    end
endmodule
module car_logic (
    out_position, out_status,
    enable, status, max_clicks, click, red,
    clk, rst
);
output [3:0] out_status;
output [2:0] out_position;
input enable, click, red, clk, rst;
input [2:0] status;
input [3:0] max_clicks;
reg clicked, stop;
reg [3:0] total_clicks, out_status, current_status;
reg [2:0] out_position, total_steps;
always @(posedge clk or posedge rst) begin
    if (rst) begin
        out_status = 4'b0000;
        out_position = 3'b000;
        clicked = 1'b0;
        total_clicks = 0;
        total_steps = 0;
        stop = 0;
        current_status = 0;
    end
    else begin
        if (!enable) begin
            out_status = 0;
            out_position = 0;
        end
        else begin
            out_status = current_status;
            out_position = total_steps;
        end
        if (!clicked && click && !stop) begin
            clicked = 1;
        end
        else if (clicked && !click) begin
            if (red) begin
                stop = 1;
                current_status = 4'b1000;
            end
            else if (total_steps >= 7) begin
                stop = 1;
                current_status = status;
            end
            else if (total_clicks >= max_clicks) begin
                total_clicks <= 0;
                total_steps <= total_steps + 1;
            end
            else total_clicks = total_clicks + 1;
            clicked = 0;
        end
    end
end
endmodule
module sseg_decoder(
    out,
    in,
    clk
);
    output [6:0] out;
    input [3:0] in;
    input clk;
    reg [6:0] out;
    always @(posedge clk) begin
             if (in == 4'b0000) out = 7'b0000000;  
        else if (in == 4'b0001) out = 7'b0110000;
        else if (in == 4'b0010) out = 7'b1101101;
        else if (in == 4'b0011) out = 7'b1111001;
        else if (in == 4'b0100) out = 7'b0110011;
                          else  out = 7'b0000001;  
    end
endmodule
module binary_comparator(
    out,
    in,
    clk
);
    output [7:0] out;
    input [2:0] in;
    input clk;
    reg [7:0] out;
    always @(posedge clk) begin
             if (in == 0) out = 8'b00000001;
        else if (in == 1) out = 8'b00000011;
        else if (in == 2) out = 8'b00000111;
        else if (in == 3) out = 8'b00001111;
        else if (in == 4) out = 8'b00011111;
        else if (in == 5) out = 8'b00111111;
        else if (in == 6) out = 8'b01111111;
        else if (in == 7) out = 8'b11111111;
    end
endmodule
module redlight_logic (
    out_red_light,
    red_toggle,
    clk, rst
);
output [1:0] out_red_light;
input red_toggle, clk, rst;
reg red_clicked, red_light;
assign out_red_light = red_light;
always @(posedge clk) begin
    if (rst) begin
        red_light <= 2'b01;
        red_clicked <= 0;
    end
    else begin
        if (!red_clicked && red_toggle) red_clicked <= 1;
        else if (red_clicked && !red_toggle) begin
            if (red_light == 2'b01) red_light <= 2'b11;
            else if (red_light == 2'b11) red_light <= 2'b10;
            else red_light <= 2'b01;
            red_clicked <= 0;
        end
    end
end
endmodule
==> run.sh <==
#!/bin/bash
# OpenROAD 26Q1-2900-gdf79404cd8, Yosys 0.63+post, stock flow scripts
make -C /OpenROAD-flow-scripts/flow DESIGN_CONFIG=/design/flow/config.mk WORK_HOME=/design/flow/orfs finish
==> config.mk <==
export PLATFORM = sky130hd
export DESIGN_NAME = game
export DESIGN_NICKNAME = game
export VERILOG_FILES = /design/flow/design.v
export SDC_FILE = /design/flow/constraint.sdc
export NUM_CORES = 4
export LEC_CHECK = 1
export CORE_UTILIZATION = 30
==> constraint.sdc <==
current_design game

set clk_period 2.0
set clk_io_pct 0.2

create_clock -name clk0 -period $clk_period [get_ports {clk}]

set non_clock_inputs [all_inputs -no_clocks]
set_input_delay [expr $clk_period * $clk_io_pct] -clock clk0 $non_clock_inputs
set_output_delay [expr $clk_period * $clk_io_pct] -clock clk0 [all_outputs]
==> flow_summary.toml <==
# generated from flow reports
[clock_network]
cts_tree = "built"
cts_inserted_buffers = 5
post_cts_buffers = 0
hold_buffers = 0
cts.clk_slew.worst_paths_ns = 0.09
cts-root-buf = "clkbuf_8"
worstSkewPairLatency_ns = 0.30
htreeDepth = 2
cts-resized-gates = 0
clockBufferDepth = 2
clkSinkCount = 54

[critical_path]
path_buffers = 1
cp.required_ns = 1.60
cpPeakStageDelay_ns = 0.48
slowest_stage = "clkdlybuf4s50_1"
crit_chain = "clkdlybuf4s50_1"
critPathLaunchType = "flip-flop"
r2r-start = "out_player_sel[0]$_DFFE_PP0N_"
worstPathMaxFanout = 5
crit_arrival_ns = 1.20
reg2regPathDepth = 5
r2r_setup_slack_ns = 0.47
r2r_end = "mux_b.out[1]$_DFF_P_"
critPathKind = "flip-flop to primary output"
cp-end-kind = "primary output"
cpLargestDelayFamily = "buffers and inverters"

[floorplanning]
die_w_um = 86.0
rows = 30
fp.dieH_um = 86.0
num_io_pins = 30
core_area_um2 = 6790
fp-utilization_pct = 31.2
chipArea_um2 = 7400

[power_and_ir_drop]
switchingPower_uw = 697
power.density_nw_per_um2 = 1140
p_sw_share_pct = 24.8
vdd_drop_max_v = 0.000282
total_power_uw = 2810
p_leak_uw = 0.00110
combPwrFrac_pct = 20.4
pwr-share-clk_pct = 24.2
seq_power_share_pct = 55.4
internal-power_uw = 2110

[flow_run]
cap_viol_max_count = 0
openroad.warnings = 33

[global_routing]
overflow = 0
grt_start_max_net_pins = 17
antenna_found_initial = 0
grt_pass1_vias = 1027
grt_pass1_wl_mm = 4.75
track_usage_pct = 8.39

[sta]
min_period_ns = 1.60
rsz0062_at_grt = "no"
final_max_slew_viol_count = 0
min_period_over_period_pct = 80.2
worst_slack_ns = 0.396
setup_viol = 0
hold_viol = 0
max_freq_mhz = 624
skew_ns = 0.00661
setup_tns_ns = 0
fin_hold_ws_ns = 0.390

[placed_design]
portBuffers = 14
gp_congestion = 0.720
hpwl_mm = 2.00
dp_cells = 278
pre_cts_ws_ns = 0.427

[cells_and_area]
layout-drive-gt1-share_pct = 13.7
layout_top_cells = "dfrtp_1 (44), clkdlybuf4s50_1 (14), mux2_2 (12), and2_1 (12), inv_1 (11)"
layout.cells.non_filler = 286
lay_top_count = "dfrtp_1"
area_delta_synth_final_pct = 15.9

[status]
status = "completed"

[routing]
dr.pass1.iters = 4
vias = 1090
insertedDiodeCount = 0
wl_per_cell_um = 9.68
routedLengthMet1_mm = 1.40
wl_mm = 2.77
avgViaCountPerCell = 3.81
route.detailed.drc = 0
wl_met2_mm = 1.20
drt_iter0_drc = 69
wl_met3_um = 117
final_antenna_net_count = 0
route.top_layer_used = "met4"

[synthesis]
synth.cell_area_um2 = 2120
ys_cells = 169
ys_seq_share_pct = 61.7
syn_area_per_cell_um2 = 12.5
ys_area_um2 = 2120
synth_cell_types = 26
synth_cells = 169
ys_ff = 54
ys_warn_count = 9

[worst_hold_path]
hold_path.class = "input pin to async pin"
stage by stage:
stage | util (%) | instance area [um2]
floorplan | - | 2150
global placement | 34.5 | 2340
detailed placement | 34.5 | 2340
CTS | 36.2 | 2460
global route | 36.2 | 2460
finish | 36.2 | 2460
flip-flops by register name, indices dropped and copies added (netlist names), 2 cells and up:
signal,flops
car_d.current_status,3
car_b.current_status,3
status_dec.out,6
car_d.out_status,3
car_a.current_status,3
car_b.out_status,3
car_c.out_status,3
out_player_sel,2
mux_b.out,3
car_a.out_status,3
car_c.current_status,3
current_status,3
counter,8
synth_stat cells:
cell type | n | area share [%]
a21boi_0 | 4 | 1.4
a21o_1 | 1 | 0.35
and2_1 | 12 | 3.5
and3_1 | 1 | 0.30
buf_4 | 11 | 3.9
clkbuf_1 | 1 | 0.18
conb_1 | 2 | 0.35
dfrtp_1 | 44 | 52
dfstp_2 | 1 | 1.2
dfxtp_1 | 9 | 8.5
ha_1 | 6 | 3.5
inv_1 | 11 | 1.9
mux2_2 | 12 | 6.4
mux2_4 | 1 | 0.71
mux2i_1 | 4 | 1.9
nand2_1 | 9 | 1.6
nand2b_1 | 9 | 2.7
nand3_1 | 5 | 1.2
nand3_2 | 1 | 0.47
nand4_1 | 1 | 0.30
nor2_1 | 4 | 0.71
nor3b_1 | 1 | 0.35
o21ai_0 | 7 | 1.7
or2_2 | 1 | 0.30
xnor2_1 | 8 | 3.3
xor2_1 | 3 | 1.2
power by group through the flow:
stage	sequential (uW)	combinational [uW]	clock, uW
5_1_grt	1600	658	759
6_report	1560	573	680
4_1_cts	1560	584	712
per-layer routing:
metal,track usage (%),up-vias
met5,0,-
met4,1.52,0
met3,1.76,7
met2,12.6,22
met1,13.2,501
li1,-,560
final cells by class:
type,count,area [um2]
Fill cell,682,4340
Sequential cell,54,1310
Multi-Input combinational cell,100,713
Timing Repair Buffer,17,163
Tap cell,96,120
Clock buffer,8,111
Inverter,11,41.3
worst register-to-register path, stage by stage, from the launching register on:
cell and delay, ns:
dfrtp_1 0.42, inv_1 0.13, ha_1 0.28, mux2_2 0.36
mux2i_1 0.13, o21ai_0 0.09
worst max path at each step:
| stage | slack, ns | to | cells past startpoint | start |
|---|---|---|---|---|
| 6_report | 0.40 | out_player_sel[1] | 1 | out_player_sel[1]$_DFFE_PP0N_ |
| 5_1_grt | 0.33 | out_player_sel[1] | 1 | out_player_sel[1]$_DFFE_PP0N_ |
| 4_1_cts | 0.37 | out_player_sel[1] | 1 | out_player_sel[1]$_DFFE_PP0N_ |
logic make-up after synthesis:
kind of cell	after synthesis	synth area share (%)
DFF	54	61.7
and+or+nand+nor	44	11.4
buffers and inverters	23	6.02
muxes	17	8.98
AOI/OAI and AO/OA	12	3.43
xor gates and xnor gates	11	4.55
adders and majority gates	6	3.54
other	2	0.355
No activity file was given, so power comes from the tool's default toggle rates.
